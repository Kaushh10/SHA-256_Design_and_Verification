==> /design/flow/design.v <==
`timescale 1ns / 1ps
 interface hash_256(input logic clk,input logic rst_n);
    logic load_i;
    logic[31:0] Kt_i,Wt_i;
    logic[31:0] A_i, B_i, C_i, D_i, E_i, F_i, G_i, H_i;
    logic[31:0] A_o, B_o, C_o, D_o, E_o, F_o, G_o,H_o;
    logic[255:0]finall;
    logic done; 
endinterface
module sha256_ctrl_fsm (
    input  logic        clk,
    input  logic        rst_n,
    input  logic        start_i,
    input  logic        msg_word_valid_i,
    output logic        msg_ld_o,
    output logic        hash_ld_o,
    output logic        hash_en_o,
    output logic        final_o,
    output logic        done_o,
    output logic [5:0]  round_o
);
    typedef enum logic [2:0] {
        ST_IDLE  = 3'd0,
        ST_LOAD  = 3'd1,
        ST_ROUND = 3'd2,
        ST_FINAL = 3'd3,
        ST_DONE  = 3'd4
    } state_t;
    state_t state, next_state;
    logic [4:0] load_cnt;    
    logic [5:0] round_cnt;   
    assign round_o = round_cnt;
    always_ff @(posedge clk or negedge rst_n) begin
        if (!rst_n) begin
            state     <= ST_IDLE;
            load_cnt  <= 5'd0;
            round_cnt <= 6'd0;
        end
        else begin
            state <= next_state;
            if (state == ST_LOAD && msg_word_valid_i)
                load_cnt <= load_cnt + 1'b1;
            else if (state != ST_LOAD)
                load_cnt <= 5'd0;
            if (state == ST_ROUND)
                round_cnt <= round_cnt + 1'b1;
            else
                round_cnt <= 6'd0;
        end
    end
    always_comb begin
        next_state = state;
        msg_ld_o  = 1'b0;
        hash_ld_o = 1'b0;
        hash_en_o = 1'b0;
        final_o   = 1'b0;
        done_o    = 1'b0;
        case (state)
            ST_IDLE: begin
                if (start_i)
                    next_state = ST_LOAD;
            end
            ST_LOAD: begin
                msg_ld_o = msg_word_valid_i;
                if (load_cnt == 5'd0 && msg_word_valid_i)
                    hash_ld_o = 1'b1;
                if (load_cnt == 5'd15 && msg_word_valid_i)
                    next_state = ST_ROUND;
            end
            ST_ROUND: begin
                hash_en_o = 1'b1;
                if (round_cnt == 6'd63)
                    next_state = ST_FINAL;
            end
            ST_FINAL: begin
                final_o   = 1'b1;
                next_state = ST_DONE;
            end
            ST_DONE: begin
                done_o = 1'b1;
                next_state = ST_IDLE;
            end
            default: begin
                next_state = ST_IDLE;
            end
        endcase
    end
endmodule
`timescale 1ns / 1ps
module sha256_controller (
    input  logic        clk,
    input  logic        rst_n,
    input  logic        msg_valid,    
    output logic        d_valid,             
    output logic        scheduler_en,             
    output logic [5:0]  round_idx,            
    output logic        hash_done             
);
    typedef enum logic [1:0] {
        IDLE,
        LOAD,
        COMPRESS,
        DONE
    } state_t;
    state_t state, next_state;
    always_ff @(posedge clk or negedge rst_n) begin
        if (!rst_n)
            round_idx <= 6'd0;
        else if (state == LOAD)
            round_idx <= 6'd0;
        else if (state == COMPRESS)
            round_idx <= round_idx + 6'd1;
    end
    always_ff @(posedge clk or negedge rst_n) begin
        if (!rst_n)
            state <= IDLE;
        else
            state <= next_state;
    end
    always_comb begin
        next_state = state;
        case (state)
            IDLE: begin
                if (msg_valid)
                    next_state = LOAD;
            end
            LOAD: begin
                next_state = COMPRESS;
            end
            COMPRESS: begin
                if (round_idx == 6'd63)
                    next_state = DONE;
            end
            DONE: begin
                next_state = IDLE;
            end
            default: next_state = IDLE;
        endcase
    end
    always_comb begin
        d_valid   = 1'b0;
        scheduler_en  = 1'b0;
        hash_done = 1'b0;
        case (state)
            IDLE: begin
            end
            LOAD: begin
                d_valid  = 1'b1;    
                scheduler_en = 1'b1;    
            end
            COMPRESS: begin
                scheduler_en = 1'b1;    
            end
            DONE: begin
                hash_done = 1'b1;   
            end
        endcase
    end
endmodule
==> /design/flow/run.sh <==
#!/bin/bash
# OpenROAD 26Q1-2900-gdf79404cd8, Yosys 0.63+post, stock flow scripts
make -C /OpenROAD-flow-scripts/flow DESIGN_CONFIG=/design/flow/config.mk WORK_HOME=/design/flow/orfs finish
==> /design/flow/config.mk <==
export PLATFORM = sky130hd
export DESIGN_NAME = sha256_ctrl_fsm
export DESIGN_NICKNAME = sha256_ctrl_fsm
export VERILOG_FILES = /design/flow/design.v
export SDC_FILE = /design/flow/constraint.sdc
export NUM_CORES = 4
export LEC_CHECK = 1
export CORE_AREA = 10 10 90 90
export DIE_AREA = 0 0 100 100
==> /design/flow/constraint.sdc <==
current_design sha256_ctrl_fsm

set clk_period 2.5
set clk_io_pct 0.2

create_clock -name clk0 -period $clk_period [get_ports {clk}]

set non_clock_inputs [all_inputs -no_clocks]
set_input_delay [expr $clk_period * $clk_io_pct] -clock clk0 $non_clock_inputs
set_output_delay [expr $clk_period * $clk_io_pct] -clock clk0 [all_outputs]
==> insert_results.sql <==
-- physical implementation figures
INSERT INTO impl_metrics (metric_group, metric, value, unit) VALUES
('worst_setup_path', 'setup.worst_path.end_class', 'output pin', ''),
('clock_tree', 'tritoncts', 'built', ''),
('synth', 'postSynthAreaPerCell', '11.7', 'sq um'),
('synth', 'synth_chip_area', '716', 'sq um'),
('worst_setup_path', 'crit-reg2reg-capture', 'state[2]', ''),
('timing', 'setup_repair_after_global_routing_missed_its_margin', 'no', ''),
('timing', 'final.setup.tns', '0', 'ns'),
('drt', 'dr.pass1.iters', '3', ''),
('grt', 'first_global_vias', '526', ''),
('floorplan', 'num_io_pins', '15', ''),
('floorplan', 'row_count', '29', ''),
('synth', 'synth_largest_type_area_fraction', '52.4', '%'),
('synth', 'ys_top_logic_family', 'simple AND/OR/NAND/NOR gates', ''),
('power', 'power.switching', '93.4', 'uW'),
('timing', 'final_worst_path_setup_slack', '0.0969', 'ns'),
('synth', 'synth.ff_latch_count', '16', ''),
('synth', 'number_of_flops_mapped_to_enable_cells_by_yosys', '0', ''),
('power', 'intPower', '403', 'uW'),
('clock_tree', 'ctsHtreeMaxLevel', '1', ''),
('timing', 'final.min_clock_period', '2.40', 'ns'),
('synth', 'top_area_cell', 'sky130_fd_sc_hd__dfrtp_1', ''),
('floorplan', 'floorplan.core_area', '0.00628', 'sq mm'),
('drt', 'drt.antenna.violating_nets', '0', ''),
('grt', 'gr-total-overflow', '0', ''),
('floorplan', 'chipArea', '0.0100', 'sq mm'),
('synth', 'ys.warnings.count', '1', ''),
('timing', 'setup-violations-final', '0', ''),
('synth', 'netlist_area', '716', 'sq um'),
('synth', 'compound_area_share', '10.1', '%'),
('power', 'clkPwrFrac', '45.7', '%'),
('drt', 'antenna_cells', '0', ''),
('grt', 'maximum_number_of_pins_on_one_net_before_global_route_repair', '17', ''),
('power', 'power.ir.vdd_worst', '511', 'uV'),
('clock_tree', 'cts-resized-gates', '0', ''),
('clock_tree', 'post-cts-setup-buffers', '0', ''),
('power', 'leakagePower', '0.451', 'nW'),
('status', 'outcome', 'finished clean', ''),
('grt', 'antenna_violations_before_repair', '0', ''),
('drt', 'routed_wl', '1.53', 'mm'),
('timing', 'maxSlewHeadroom', '51.6', '%'),
('job', 'maxCapViolations', '0', ''),
('timing', 'fin_hold_ws', '0.409', 'ns'),
('synth', 'postSynth.topFlopCell', 'sky130_fd_sc_hd__dfrtp_1', ''),
('min_path', 'hold_path.startpoint', 'state[4]', ''),
('clock_tree', 'clkSinkCount', '16', ''),
('clock_tree', 'clkTransAtPathRegs', '0.06', 'ns'),
('cells_and_area', 'mostFrequentLayoutCell', 'sky130_fd_sc_hd__dfrtp_1', ''),
('drt', 'drc_errors', '0', ''),
('floorplan', 'initial_utilization', '11.4', '%'),
('placement', 'globalplace.congestion', '0.779', ''),
('synth', 'fa_ha_area_share', '6.99', '%'),
('cells_and_area', 'utilization', '16.2', '%'),
('worst_setup_path', 'regToRegStartpoint', 'load_cnt[0]', ''),
('clock_tree', 'cts.root.buffer_cell', 'sky130_fd_sc_hd__clkbuf_8', ''),
('synth', 'mux_area_share', '2.97', '%'),
('job', 'warning_count', '26', ''),
('clock_tree', 'cts_hold_buf', '0', ''),
('synth', 'netlist_instances', '61', ''),
('power', 'power.density_cell_area', '489', 'mW/mm^2'),
('timing', 'final_max_slew_viol_count', '0', ''),
('synth', 'async_flop_share', '100', '%'),
('grt', 'track_usage', '3.16', '%'),
('cells_and_area', 'syn2layout_area_growth', '41.8', '%'),
('power', 'seqPwrFrac', '52.2', '%'),
('placement', 'dp.cells', '153', ''),
('synth', 'yosys_xor_share', '4.90', '%'),
('worst_setup_path', 'critical_path_peak_fanout', '4', ''),
('worst_setup_path', 'critPathArrivalTime', '1.90', 'ns'),
('worst_setup_path', 'required_arrival_time_at_the_worst_endpoint', '2.00', 'ns'),
('clock_tree', 'cts_buffers', '3', ''),
('clock_tree', 'insertion_delay', '0.25', 'ns');
flip-flops by register name, indices dropped and copies added, names as in the netlist:
name       flops
state          5
round_cnt      6
load_cnt       5
power by group through the flow:
stage         sequential, mW  clock (mW)  combinational (mW)
CTS                    0.259       0.235              0.0108
global route           0.259       0.251              0.0117
finish                 0.259       0.227              0.0102
logic make-up (layout without fill, tap and decap cells):
family,count (synthesis),after routing
buffers and inverters,6,25
XOR/XNOR,4,4
multiplexers,2,2
AND-OR/OR-AND,9,9
adder cells (fa/ha/maj),4,4
AND/OR/NAND/NOR,20,20
flip-flops,16,16
metal layers:
metal  wire (microns)  up-vias  GRT usage [%]
met4               10        0          0.217
li1                 -      251              -
met3              202        2           2.15
met5                0        -              0
met1              704      237           3.93
met2              617       15           4.63
layout make-up:
class,count,area (sq um),share of cell area [%]
clock buffer,4,55.1,5.43
inverter,6,22.5,2.22
sequential,16,402,39.6
timing repair buffer,15,148,14.6
tap,77,96.3,9.49
multi-input combinational,39,292,28.7
cell usage after synthesis, drive strengths merged (2+ instances only):
cell,count
dfrtp,15
nor2,7
inv,6
a22o,5
ha,4
nand3,4
nand2,3
and3,2
xnor2,2
xor2,2
metrics by stage:
stage | area (sq um) | power (mW)
finish | 1010 | 0.496
global route | 1010 | 0.522
CTS | 1010 | 0.505
detailed placement | 960 | 0.274
global placement | 960 | 0.274
floorplan | 716 | 0.264
worst max path at each step:
| stage | cells past startpoint | start | end |
|---|---|---|---|
| finish | 5 | msg_word_valid_i | hash_ld_o |
| global route | 5 | msg_word_valid_i | hash_ld_o |
| CTS | 5 | msg_word_valid_i | hash_ld_o |
worst max-delay path, cell delays in order:
cell and delay, ns:
sky130_fd_sc_hd__clkdlybuf4s50_1 0.48, sky130_fd_sc_hd__nand2_1 0.11, sky130_fd_sc_hd__nor2_1 0.14, sky130_fd_sc_hd__and4b_1 0.21, sky130_fd_sc_hd__clkdlybuf4s50_1 0.46
Power figures rest on the tool's default switching activity, not on a simulated workload.
